## flow/config.mk

```make
export PLATFORM = sky130hd
export DESIGN_NAME = regbank
export DESIGN_NICKNAME = regbank
export VERILOG_FILES = /design/flow/design.v
export SDC_FILE = /design/flow/constraint.sdc
export NUM_CORES = 4
export LEC_CHECK = 1
export CORE_UTILIZATION = 40
```

## flow/constraint.sdc

```tcl
current_design regbank

set clk_period 9.4
set clk_io_pct 0.2

create_clock -name clk0 -period $clk_period [get_ports {ck}]

set non_clock_inputs [all_inputs -no_clocks]
set_input_delay [expr $clk_period * $clk_io_pct] -clock clk0 $non_clock_inputs
set_output_delay [expr $clk_period * $clk_io_pct] -clock clk0 [all_outputs]
```

## flow/design.v

```verilog
`timescale  1ns / 1ns
module  reg32  (
  input  logic          rb ,
  input  logic          ck ,
  input  logic          ld ,
  input  logic  [31:0]  d  ,
  output logic  [31:0]  q
) ;
always_ff  @ ( posedge ck , negedge rb )
  if       ( !rb )  q  <= #1  32'd0 ;
  else if  ( ld  )  q  <= #1  d     ;
endmodule
`timescale  1ns / 1ns
module  regbank  (
  input  logic          rb   ,
  input  logic          ck   ,
  input  logic          load ,
  input  logic   [3:0]  dest ,
  input  logic   [3:0]  srcs ,
  input  logic   [3:0]  srct ,
  input  logic  [31:0]  inp  ,
  input  logic  [31:0]  cout ,
  output logic  [31:0]  outs ,
  output logic  [31:0]  outt ,
  output logic          tzro ,
  output logic          tneg
) ;
logic  [15:0]  ld ;
logic  [31:0]  q  [0:15] ;
assign  ld[ 1]  =  load  &&  ( dest == 4'h1 ) ;
assign  ld[ 2]  =  load  &&  ( dest == 4'h2 ) ;
assign  ld[ 3]  =  load  &&  ( dest == 4'h3 ) ;
assign  ld[ 4]  =  load  &&  ( dest == 4'h4 ) ;
assign  ld[ 5]  =  load  &&  ( dest == 4'h5 ) ;
assign  ld[ 6]  =  load  &&  ( dest == 4'h6 ) ;
assign  ld[ 7]  =  load  &&  ( dest == 4'h7 ) ;
assign  ld[ 8]  =  load  &&  ( dest == 4'h8 ) ;
assign  ld[ 9]  =  load  &&  ( dest == 4'h9 ) ;
assign  ld[10]  =  load  &&  ( dest == 4'hA ) ;
assign  ld[11]  =  load  &&  ( dest == 4'hB ) ;
assign  ld[12]  =  load  &&  ( dest == 4'hC ) ;
assign  ld[13]  =  load  &&  ( dest == 4'hD ) ;
assign  ld[14]  =  load  &&  ( dest == 4'hE ) ;
assign  q[0] =  32'd0 ;
reg32  r1  ( rb , ck , ld[ 1] , inp , q[ 1] ) ;
reg32  r2  ( rb , ck , ld[ 2] , inp , q[ 2] ) ;
reg32  r3  ( rb , ck , ld[ 3] , inp , q[ 3] ) ;
reg32  r4  ( rb , ck , ld[ 4] , inp , q[ 4] ) ;
reg32  r5  ( rb , ck , ld[ 5] , inp , q[ 5] ) ;
reg32  r6  ( rb , ck , ld[ 6] , inp , q[ 6] ) ;
reg32  r7  ( rb , ck , ld[ 7] , inp , q[ 7] ) ;
reg32  r8  ( rb , ck , ld[ 8] , inp , q[ 8] ) ;
reg32  r9  ( rb , ck , ld[ 9] , inp , q[ 9] ) ;
reg32  rA  ( rb , ck , ld[10] , inp , q[10] ) ;
reg32  rB  ( rb , ck , ld[11] , inp , q[11] ) ;
reg32  rC  ( rb , ck , ld[12] , inp , q[12] ) ;
reg32  rD  ( rb , ck , ld[13] , inp , q[13] ) ;
reg32  rE  ( rb , ck , ld[14] , inp , q[14] ) ;
assign  q[15]  =  cout ;
always_comb
  case  ( srcs )
    4'h0  :  outs  =  q[ 0] ;
    4'h1  :  outs  =  q[ 1] ;
    4'h2  :  outs  =  q[ 2] ;
    4'h3  :  outs  =  q[ 3] ;
    4'h4  :  outs  =  q[ 4] ;
    4'h5  :  outs  =  q[ 5] ;
    4'h6  :  outs  =  q[ 6] ;
    4'h7  :  outs  =  q[ 7] ;
    4'h8  :  outs  =  q[ 8] ;
    4'h9  :  outs  =  q[ 9] ;
    4'hA  :  outs  =  q[10] ;
    4'hB  :  outs  =  q[11] ;
    4'hC  :  outs  =  q[12] ;
    4'hD  :  outs  =  q[13] ;
    4'hE  :  outs  =  q[14] ;
    4'hF  :  outs  =  q[15] ;
  endcase
always_comb
  case  ( srct )
    4'h0  :  outt  =  q[ 0] ;
    4'h1  :  outt  =  q[ 1] ;
    4'h2  :  outt  =  q[ 2] ;
    4'h3  :  outt  =  q[ 3] ;
    4'h4  :  outt  =  q[ 4] ;
    4'h5  :  outt  =  q[ 5] ;
    4'h6  :  outt  =  q[ 6] ;
    4'h7  :  outt  =  q[ 7] ;
    4'h8  :  outt  =  q[ 8] ;
    4'h9  :  outt  =  q[ 9] ;
    4'hA  :  outt  =  q[10] ;
    4'hB  :  outt  =  q[11] ;
    4'hC  :  outt  =  q[12] ;
    4'hD  :  outt  =  q[13] ;
    4'hE  :  outt  =  q[14] ;
    4'hF  :  outt  =  q[15] ;
  endcase
assign  tzro  =  ( outt == 32'd0 ) ;
assign  tneg  =  outt[31] ;
endmodule
```

## flow/run.sh

```bash
#!/bin/bash
# OpenROAD 26Q1-2900-gdf79404cd8, Yosys 0.63+post, stock flow scripts
make -C /OpenROAD-flow-scripts/flow DESIGN_CONFIG=/design/flow/config.mk WORK_HOME=/design/flow/orfs finish
```

==> impl_metrics.ini <==
; generated from flow reports
[status]
status = finished clean

[final_timing]
min_period_ns = 8.422
setup_viol = 0
setup_tns_ns = 0
fin_skew_ns = 0
fin_crit_sh_pct = 89.59
fmax_mhz = 118.7
rsz0062_at_grt = no
drv_slew = 0
fin_ws_ns = 0.9781
final_hold_viol_count = 0
worst_slew_pin_slew_ns = 0.9688
maxSlewHeadroom_pct = 35.41

[clock_network]
clock_sinks = 448
worstSkewPairLatency_ns = 0.61
ctsHoldBuffers = 0
cts_setup_buffers = 0
clock_path_buffers = 3
cts_tree = built
cts_max_level = 2
cts_buffers = 49
root_buffer = clkbuf_16
cts_resized = 0
clk_pin_slew_worst_paths_ns = 0.07

[detailed_routing]
num_vias = 19360
via_per_inst = 6.998
drc = 0
drt.antenna.violating_nets = 0
wirelength_mm = 99.20
drt-wirelength-per-cell_um = 35.85
initialDrtViolationCount = 2597
firstDrtPassIters = 7

[floorplan]
core_area_um2 = 56820
rows = 87
fp_util_pct = 40.78
die.size.x_um = 242.7
ios = 145
die_h_um = 242.7
chip_area_um2 = 58890

[power_and_ir_drop]
p_leak_uw = 0.01088
switching_power_uw = 1833
p_int_uw = 4209
p_clk_share_pct = 33.1
power_frac_seq_pct = 47.2
max-vdd-ir-drop_mv = 0.1565
p_comb_share_pct = 19.6
p_per_area_nw_per_um2 = 222.4
swShare_pct = 30.33

[worst_setup_path]
slowest_stage = nor4_1
r2r_slack_ns = 8.48
arrival_ns = 6.54
end_kind = output pin
critical_path.cell_chain = buf_4 -> inv_1 -> nand2_1 -> o22ai_1 -> or4_1 -> nor4_1 -> nand3_1 -> nor4_2 -> clkdlybuf4s50_1
worst_r2r_endpoint = r1.q[5]
crit_type = input pin to output pin
max_stage_delay_ns = 0.76
worst-path-stages = 9
r2r.worst_path.cells = 1
cp_num_buf_inv = 3
start_kind = input pin
path_max_fanout = 50
reg2reg_from = r1.q[5]
path_delay_family = simple AND/OR/NAND/NOR gates
cp_data_required_time_ns = 7.52

[placement]
dp_cells = 2675
port_buffers = 144
gp_congestion = 0.9956
dp_hpwl_mm = 60.68
place_area_um2 = 25500
place_ws_ns = 1.363

[logic_synthesis]
yosys_cells = 1899
yosysSeqAreaShare_pct = 48.38
yosysUniqueCellTypes = 67
ys.flops = 448
yosys_warnings = 4
edf_count = 0
postSynthAreaPerCell_um2 = 12.20
ff_type = dfrtp_1
async_reset_ff_share_pct = 100.0
ys_area_um2 = 23170
syn_area_um2 = 23170
syn_inst = 1899

[global_routing]
grt_pass1_wl_mm = 143.1
grt_antenna_before_repair = 3
overflow = 0
grt_pass1_vias = 19490
grt_util_all_layers_pct = 35.00
grt_max_degree = 127

[final_layout]
drive_gt1_share_pct = 33.45
final_util_pct = 47.80
syn2layout_area_growth_pct = 17.23
fillers = 4950
postLayoutCellArea_um2 = 27160
stdcell_count = 2767

[hold_path]
min_path_cells = 1
hp-class = flop to flop
hp-start = r1.q[3]
hold_end = r1.q[3]

[run]
warnings = 31
maxCapViolCount = 0
through the flow:
step | hold WS (ns) | power (uW)
3_5_place_dp | 0.5152 | 4025
4_1_cts | 0.5294 | 6026
6_report | 0.5329 | 6042
5_1_grt | 0.5486 | 6253
3_3_place_gp | 0.5080 | 4013
2_1_floorplan | 0.4938 | 3368
final cells by class:
cell class / count / area, um^2 / share of cell area (%)
Tap cell: 756 / 945.9 / 3.482
Timing Repair Buffer: 210 / 1954 / 7.195
Multi-Input combinational cell: 1257 / 11380 / 41.89
Sequential cell: 448 / 11210 / 41.27
Clock buffer: 70 / 1438 / 5.292
Clock inverter: 20 / 216.5 / 0.7969
Inverter: 4 / 15.01 / 0.05527
Antenna cell: 2 / 5.005 / 0.01842
worst max path at each step:
stage     startpoint    to  slack, ns
6_report     srct[3]  tzro       0.98
5_1_grt      srct[3]  tzro       1.09
4_1_cts      srct[3]  tzro       1.34
kinds of logic after synthesis:
group,after synthesis,synth area share [%]
flip-flops,448,48.38
multiplexers,508,24.70
AND/OR/NAND/NOR,276,7.004
AND-OR/OR-AND,473,16.42
buffers and inverters,194,3.494
power by group through the flow:
stage	sequential, uW	combinational [uW]	clock (uW)
finish	2850	1190	2000
global route	2900	1270	2090
CTS	2830	1170	2020
cells in the final DEF, fill, tap and decap left out, types with 9 or more instances in the layout:
master / instances
a21oi_1: 16
a221oi_1: 52
a222oi_1: 47
a22o_1: 58
a22oi_1: 194
a32oi_1: 18
and3_1: 42
buf_4: 67
clkbuf_1: 10
clkbuf_16: 51
clkbuf_8: 9
clkdlybuf4s50_1: 139
clkinv_2: 11
dfrtp_1: 448
mux2_2: 469
mux2i_1: 34
nand2_1: 37
nand2b_1: 11
nand3_1: 18
nand4_1: 39
nor2_1: 21
nor2_4: 17
o211ai_1: 10
o21ai_0: 10
o22ai_1: 19
cell usage after synthesis, types with 5 or more instances:
| library cell | count | share of area [%] |
|---|---|---|
| dfrtp_1 | 448 | 48 |
| nor2b_1 | 10 | 0.27 |
| and3_1 | 42 | 1.1 |
| a222oi_1 | 47 | 2.0 |
| and2_1 | 7 | 0.19 |
| a221o_1 | 5 | 0.22 |
| o32ai_1 | 5 | 0.19 |
| buf_4 | 7 | 0.23 |
| a32oi_1 | 18 | 0.68 |
| nor3b_1 | 8 | 0.26 |
| buf_2 | 20 | 0.43 |
| o2bb2ai_1 | 6 | 0.23 |
| or4_1 | 7 | 0.23 |
| a22oi_1 | 194 | 6.3 |
| mux2_2 | 469 | 23 |
| buf_1 | 31 | 0.50 |
| a21oi_1 | 16 | 0.35 |
| nand3_1 | 18 | 0.39 |
| a22o_1 | 58 | 2.2 |
| o211ai_1 | 10 | 0.32 |
| nand4_1 | 39 | 1.1 |
| clkbuf_1 | 128 | 2.1 |
| or3_1 | 7 | 0.19 |
| nand2_1 | 37 | 0.60 |
| mux2i_1 | 34 | 1.5 |
| and4b_1 | 5 | 0.22 |
| o22ai_1 | 19 | 0.51 |
| nand2b_1 | 13 | 0.35 |
| o21ai_0 | 10 | 0.22 |
| a32o_1 | 6 | 0.26 |
| nor3_1 | 14 | 0.30 |
| a221oi_1 | 52 | 2.0 |
| nor2_1 | 38 | 0.62 |
routing by layer:
layer / vias up / global-route usage (%) / wire length [um]
li1: 7667 / - / -
met1: 9683 / 48.48 / 37040
met2: 1656 / 48.60 / 41550
met3: 347 / 16.78 / 15460
met4: 11 / 13.08 / 4976
met5: - / 1.144 / 167
No activity file was given, so power comes from the tool's default toggle rates.
